<file path="run.sh">
#!/bin/bash
# OpenROAD 26Q1-2900-gdf79404cd8, Yosys 0.63+post, stock flow scripts
make -C /OpenROAD-flow-scripts/flow DESIGN_CONFIG=/design/flow/config.mk WORK_HOME=/design/flow/orfs finish
</file>
<file path="config.mk">
export PLATFORM = sky130hd
export DESIGN_NAME = SingleCPU
export DESIGN_NICKNAME = SingleCPU
export VERILOG_FILES = /design/flow/design.v
export SDC_FILE = /design/flow/constraint.sdc
export NUM_CORES = 4
export LEC_CHECK = 1
export CORE_UTILIZATION = 50
export SYNTH_MEMORY_MAX_BITS = 65536
</file>
<file path="constraint.sdc">
current_design SingleCPU

set clk_period 65.5
set clk_io_pct 0.2

create_clock -name clk0 -period $clk_period [get_ports {clk}]

set non_clock_inputs [all_inputs -no_clocks]
set_input_delay [expr $clk_period * $clk_io_pct] -clock clk0 $non_clock_inputs
set_output_delay [expr $clk_period * $clk_io_pct] -clock clk0 [all_outputs]
</file>
<file path="design.v">
module ALU(
	input [31:0] Source1,  
	input [31:0] Source2,  
	input [5:0] operation,  
	input [4:0] shamt,  
	output reg [31:0] result,  
	output zero, 
	output reg carry  
);
assign zero=(result==0)?1:0; 
always@(Source1 or Source2 or operation or shamt)begin
	case(operation[5:0]) 
		6'd27: {carry,result}<=Source1+Source2; 
		6'd28: result<=Source1-Source2; 
		6'd29: result<=Source1>>shamt; 
		6'd30: result<=Source1<<shamt; 
		6'd31: result<=Source1^Source2; 
		6'd32: result<=Source1&Source2; 
		6'd33: result<=(Source1<Source2)?32'd1:32'd0; 
		default: result<=result; 
	endcase
end
initial begin 
	result=32'd0;
	carry=0;
end
endmodule
module ALUctrl(
 	input [5:0] funct, 
 	input [2:0] ALUOp, 
 	output reg [5:0] operation 
);
always@(funct or ALUOp)begin
	case(ALUOp) 
		3'b010:begin 
			case(funct)
				6'd21:operation=6'd27; 
				6'd22:operation=6'd28; 
				6'd23:operation=6'd29; 
				6'd24:operation=6'd30; 
				6'd25:operation=6'd31; 
				6'd26:operation=6'd32; 
				6'd27:operation=6'd33; 
		      	endcase
		end
		3'b000:operation=6'd27; 
		3'b001:operation=6'd28; 
		3'b101:operation=6'd28; 
	endcase
end
initial begin 
	operation=6'd0;
end
endmodule
module Adder(
 	input [31:0] data1, 
 	input [31:0] data2, 
 	output [31:0] data_o 
);
assign data_o=data1+data2; 
endmodule
module Control(
 	input [5:0] Op, 
 	output reg [2:0] ALUOp, 
 	output reg RegDst, 
 	output reg MemRead, 
 	output reg MemtoReg, 
 	output reg MemWrite, 
 	output reg ALUSrc, 
 	output reg RegWrite, 
 	output reg Jump, 
 	output reg Branch 
);
always@(Op)begin
	ALUOp=3'd0;
	RegDst=0;
	MemRead=0;
	MemWrite=0;
 	ALUSrc=0;
 	RegWrite=0;
 	Jump=0;
 	Branch=0;
	case(Op)
		6'd2:{ALUOp,RegDst,MemRead,MemtoReg,MemWrite,ALUSrc,RegWrite,Jump,Branch}=11'b000_0_0_0_0_0_0_1_0; 
		6'd4:{ALUOp,RegDst,MemRead,MemtoReg,MemWrite,ALUSrc,RegWrite,Jump,Branch}=11'b101_0_0_0_0_0_0_0_1; 
		6'd8:{ALUOp,RegDst,MemRead,MemtoReg,MemWrite,ALUSrc,RegWrite,Jump,Branch}=11'b000_0_0_0_0_1_1_0_0; 
		6'd9:{ALUOp,RegDst,MemRead,MemtoReg,MemWrite,ALUSrc,RegWrite,Jump,Branch}=11'b001_0_0_0_0_1_1_0_0; 
		6'd20:{ALUOp,RegDst,MemRead,MemtoReg,MemWrite,ALUSrc,RegWrite,Jump,Branch}=11'b010_1_0_0_0_0_1_0_0; 
		6'd35:{ALUOp,RegDst,MemRead,MemtoReg,MemWrite,ALUSrc,RegWrite,Jump,Branch}=11'b000_0_1_1_0_1_1_0_0; 
		6'd43:{ALUOp,RegDst,MemRead,MemtoReg,MemWrite,ALUSrc,RegWrite,Jump,Branch}=11'b000_0_0_0_1_1_0_0_0; 
	endcase
end	
initial begin 
	ALUOp=3'd0;
	RegDst=0;
	MemRead=0;
	MemWrite=0;
 	ALUSrc=0;
 	RegWrite=0;
 	Jump=0;
 	Branch=0;
end
endmodule
module DM(
 	input clk, 
 	input [31:0] Address, 
 	input [31:0] data, 
 	input MemRead, 
 	input MemWrite, 
 	output reg [31:0] DM_data 
);
	integer i; 
	reg[7:0]Memdata[127:0]; 
always@(posedge clk)begin 
	if(MemRead) DM_data <= {Memdata[Address], Memdata[Address+1], Memdata[Address+2], Memdata[Address+3]};
end
always@(negedge clk)begin 
	if(MemWrite) {Memdata[Address], Memdata[Address+1], Memdata[Address+2], Memdata[Address+3]} <= data;
end
initial begin 
	DM_data=32'd0;
	for(i=0;i<=127;i=i+1)begin
		Memdata[i] = 8'b0;
	end
end
endmodule
module IM(
 	input [31:0] Addr_in, 
 	output reg [31:0] Instruction 
);
	integer i;
	reg [31:0]Instr[199:0]; 
always@(Addr_in)begin
	Instruction=Instr[Addr_in/4]; 
end
initial begin
	for(i=0;i<200;i=i+1)begin
		Instr[i]=32'd0;
	end	
	Instr[0]=32'b010100_01000_01001_01000_00000_010101; 
	Instr[1]=32'b010100_01010_01100_01001_00000_010110; 
	Instr[2]=32'b010100_01101_00000_01100_00001_010111; 
	Instr[3]=32'b010100_01111_00000_01110_00100_011000; 
	Instr[4]=32'b010100_01001_01010_01011_00000_011001; 
	Instr[5]=32'b010100_01010_01100_01101_00000_011010; 
	Instr[6]=32'b101011_01111_01000_0000000000000010; 
	Instr[7]=32'b100011_01111_10001_0000000000000010; 
	Instr[8]=32'b100011_01111_10010_0000000000000100; 
	Instr[9]=32'b101011_01010_01000_0000000000000010; 
	Instr[10]=32'b101011_01001_10011_0000000000000100; 
	Instr[11]=32'b001000_10011_10100_0000000001101111; 
	Instr[12]=32'b001000_10101_10110_0000000000011011; 
	Instr[13]=32'b001001_10110_10001_0000000000001001; 
	Instr[14]=32'b001001_10001_10111_0000000000000101; 
	Instr[15]=32'b000100_11000_11001_0000000000000100; 
	Instr[16]=32'b000100_01100_11000_0000000000000001; 
	Instr[17]=32'b000100_10011_10101_0000000000000100; 
	Instr[18]=32'b000100_01100_01101_0000000000000001; 
	Instr[19]=32'b000010_00000000000000000001111101; 
	Instr[20]=32'b000010_00000000000000000000010000; 
end
endmodule
module MUX32b(
 	input [31:0] data1, 
 	input [31:0] data2, 
 	input select, 
 	output [31:0] data_o 
 );
assign	data_o=(select)? data1:data2; 
endmodule
module MUX5b(
 	input [4:0] data1, 
 	input [4:0] data2, 
 	input select, 
 	output [4:0] data_o 
);
assign data_o=(select)?data1:data2; 
endmodule
module RF(
 	input clk, 
	input RegWrite, 
 	input [4:0] RS_Address, 
 	input [4:0] RT_Address, 
 	input [4:0] RD_Address, 
 	output reg [31:0] RSdata, 
 	output reg [31:0] RTdata, 
	input [31:0] RDdata 
);
reg [31:0] register[31:0]; 
always@(RS_Address or RT_Address)begin
	RSdata<=register[RS_Address]; 
	RTdata<=register[RT_Address]; 
end
always@(negedge clk)begin
	if(RegWrite) register[RD_Address]=RDdata; 
end
initial begin 
	register [0]= 32'd0;
	register [1]= 32'd11;
	register [2]= 32'd370;
	register [3]= 32'd183;
	register [4]= 32'd91;
	register [5]= 32'd234;
	register [6]= 32'd53;
	register [7]= 32'd124;
	register [8]= 32'd317;
	register [9]= 32'd179;
	register [10]= 32'd101;
	register [11]= 32'd161;
	register [12]= 32'd77;
	register [13]= 32'd320;
	register [14]= 32'd152;
	register [15]= 32'd10;
	register [16]= 32'd100;
	register [17]= 32'd100;
	register [18]= 32'd245;
	register [19]= 32'd19;
	register [20]= 32'd2;
	register [21]= 32'd13;
	register [22]= 32'd262;
	register [23]= 32'd185;
	register [24]= 32'd180;
	register [25]= 32'd180;
	register [26]= 32'd198;
	register [27]= 32'd178;
	register [28]= 32'd235;
	register [29]= 32'd22;
	register [30]= 32'd1000;
	register [31]= 32'd75;
end
endmodule
module SE(
 	input [15:0] data_i, 
 	output [31:0] data_o 
);
assign	data_o={16'd0,data_i};
endmodule
module SingleCPU(
 	input [31:0] Addr_in, 
 	input clk, 
 	output [31:0] Addr_o 
);
wire [31:0]NextPC; 
wire [31:0]BranchPC; 
wire [31:0]NBPC; 
wire [31:0]JumpPC; 
wire [31:0]RSdata; 
wire [31:0]RTdata; 
wire [31:0]RDdata; 
wire [31:0]ALUSrc2; 
wire [31:0]ALUResult; 
wire [31:0]Instruction; 
wire [31:0]DM_data; 
wire [5:0]operation; 
wire [4:0]WriteRegister; 
wire [31:0]immediate; 
wire [2:0]ALUOp; 
wire zero; 
wire carry; 
wire RegDst; 
wire MemRead; 
wire MemtoReg; 
wire MemWrite; 
wire ALUSrc; 
wire RegWrite; 
wire Jump; 
wire Branch; 
assign JumpPC={NextPC[31:28],Instruction[25:0],2'd0}; 
Adder add1(32'd4,Addr_in,NextPC);
IM IM(Addr_in,Instruction);
MUX5b MUX1(Instruction[15:11],Instruction[20:16],RegDst,WriteRegister);
SE SE(Instruction[15:0],immediate);
Control Ctrl(Instruction[31:26],ALUOp,RegDst,MemRead,MemtoReg,MemWrite,ALUSrc,RegWrite,Jump,Branch);
RF RF(clk,RegWrite,Instruction[25:21],Instruction[20:16],WriteRegister,RSdata,RTdata,RDdata);
Adder add2(immediate<<2,NextPC,BranchPC);
MUX32b MUX2(immediate,RTdata,ALUSrc,ALUSrc2);
ALUctrl ALUctrl(Instruction[5:0],ALUOp,operation);
ALU ALU(RSdata,ALUSrc2,operation,Instruction[10:6],ALUResult,zero,carry);
MUX32b MUX3(BranchPC,NextPC,Branch&zero,NBPC);
MUX32b MUX4(JumpPC,NBPC,Jump,Addr_o);
DM DM(clk,ALUResult,RTdata,MemRead,MemWrite,DM_data);
MUX32b MUX5(DM_data,ALUResult,MemtoReg,RDdata);
endmodule
</file>
==> summary.txt <==
yosys + openroad results -> status finished, violations left, failing checks capacitance limit, slew limit, die y size 560 um, PwrDens 23.1 mW/mm^2, Power Internal 2750 uW, Post-route DRC 0, clock buffer depth 4, GRT Util Overall 56.4%, RD Place Congestion between 1 and 1.5, Area Overhead vs Synth 14.7%, crit start category primary input, first-pass GRT wire length 1130000 um, vias in the first global route 154k, Gate Area 0.0861 sq mm, Final Power approximately 4100 uW, ys cells 14.8k, # port buffers 64, initial DRC count just under 20k, CTS root buffer clkbuf_16, max-cap violations 1, TritonRoute pass-1 iters 34, NetSw 1380 uW, register pins left without a clock 38, Reg2Reg Setup Slack 28220 ps, layout cell share with drive strength beyond 1 between 10% and 20%, ys async rst share 0%, Cell Type Count 110, Final Hold Fails 0, Mapped Area 0.156 sq mm, Vias about 150k, tool warning count 1083, H-tree levels 5, post-synthesis cell count between 10k and 15k, width of the die 560 um, wire per inst 39.6 um, Final Instance Area 0.178 sq mm, Cell Count, Final, Fillers Out 20.8k, final slew viol count 13, sw frac between 30% and 40%, Top cells excl fill/tap 2549 x nor2_1, 2221 x inv_1, 2080 x edfxtp_1, relative slew slack -3.27%, largest net degree at the start of global routing approximately 110, Top cell excl fill/tap nor2_1, worst hold-check path type flip-flop to flip-flop, Detail Route Antenna Nets 0, Worst Path Arrival 21680 ps, clock latency (worst-skew pair) 990 ps, drt total wl 825000 um, Area leader share 40.2%, Setup Skew 106 ps, final worst slack 11830 ps, Reg area 0.0631 sq mm, antenna violations before repair 97, post-CTS sizing 0, yosys synthesis warning count 6, Post-Place Cell Area 0.161 sq mm, hold_buf cts 0, Max FO, Critical Path 62, via/cell ratio 7.39, clk slew on worst S/H paths 40 ps, top cells, area edfxtp_1 40%, mux4_2 17%, nor2_1 6.2%, a221o_1 5.0%, mux2i_1 4.6%, clock power share 50.6%, Die Size 0.313 sq mm, largest vdd supply drop 0.0000277 V, fp util 50.3%, crit end category flip-flop, boundary pin count 65, Cells after DPL 18.2k, total gr overflow 0, Final setup viols 0, pre-CTS setup slack approximately 11000 ps, syn avg cell area roughly 11 sq um, post-CTS setup buffers 0, Filler cells 24.7k, TNS Setup 0 ps, endpoints left unconstrained 38, unrepaired setup endpoints after global routing false, yosys stat area between 0.15 and 0.2 sq mm, Final HPWL DP 532000 um, Gate power share between 10% and 20%, cts bufs inserted ~270, Rows 204, EDFF count, synth between 2k and 2.5k, Yosys top cell by area edfxtp_1, Lkg Pwr between 0.06 and 0.07 uW, Synth Register Bits 2118, Core ar. 0.309 sq mm, top_reg_cell synth edfxtp_1, Crit Path Class primary input to flip-flop, CTS tree built, actual slew at the worst max-slew pin 1520 ps, Seq pwr share 35.8%, WP data required approximately 34000 ps
[cell type report]
cell class / instances / share of cell area, %
Sequential cell: 2118 / 35.3
Antenna cell: 144 / 0.202
Clock buffer: 278 / 3.84
Multi-Input combinational cell: 11000 / 48.2
Timing Repair Buffer: 830 / 3.64
Clock inverter: 2242 / 5.60
Tap cell: 4120 / 2.89
Inverter: 129 / 0.282
[flip-flops by register name, indices dropped and copies added (netlist names)]
register           flops
ALU.result            32
DM.DM_data            32
RF.register         1024
Ctrl.MemtoReg          1
DM.Memdata          1024
ALUctrl.operation      5
[worst max-delay path, stage by stage]
cell and delay (ps):
clkdlybuf4s50_1 930, inv_1 240, ha_1 370, or2_2 310
a21oi_1 230, o31ai_4 180, buf_4 240, nand2_4 510
buf_4 750, buf_4 590, buf_4 490, nand2_1 130
and3_1 180, a311o_1 320, a31oi_1 220, mux2_8 460
buf_4 610, buf_4 510, buf_4 550, a221o_1 250
nor2_1 50, a21oi_1 150
[final timing paths]
path | cells after the start | start | to
max | 22 | Addr_in[3] | DM.Memdata[127][2]
min | 5 | RF.register[21][25] | DM.Memdata[77][1]
max reg2reg | 5 | DM.Memdata[24][4] | DM.DM_data[20]
min reg2reg | 5 | RF.register[21][25] | DM.Memdata[77][1]
[per-layer routing]
metal / GRT usage, % / part of all wire [%] / vias to the layer above
met5: 26.1 / 1.0 / -
met3: 51.7 / 23 / 3706
met4: 37.2 / 8.0 / 207
met1: 62.8 / 30 / 72800
met2: 66.2 / 38 / 15800
li1: - / - / 61500
[cell usage after synthesis (21+ instances only)]
cell	number
or3_1	42
a22oi_1	44
buf_1	142
a21o_1	22
clkbuf_1	726
nand2b_1	30
o22ai_1	239
a221oi_1	317
ha_1	95
a221o_1	782
inv_1	124
nor4_1	41
edfxtp_1	2080
nand4_1	29
nand3_1	516
buf_2	565
a211o_1	45
and3_1	151
nor2b_1	24
o221ai_1	149
o211ai_1	97
a21oi_1	1000
mux2_2	104
and2_1	21
o21ai_0	192
dlxtn_1	38
nand2_1	1669
nor2_1	2585
buf_4	67
o21bai_1	24
a211oi_1	87
a311oi_1	188
nor3_1	61
a31oi_1	97
xnor2_1	47
o31ai_1	33
buf_6	38
mux4_2	1176
mux2i_1	715
a311o_1	25
xor2_1	34
[power groups by stage]
| stage | sequential [uW] | clock, uW | combinational (uW) |
|---|---|---|---|
| 6_report | 1480 | 2090 | 559 |
| 5_1_grt | 1480 | 2260 | 562 |
| 4_1_cts | 1480 | 2110 | 518 |
[kinds of logic after synthesis]
logic type | share of synthesized area (%)
and+or+nand+nor | 13.9
AOI/OAI and AO/OA | 17.1
DFF | 40.2
muxes | 22.4
buffers and inverters | 4.82
adders and majority gates | 0.803
xor gates and xnor gates | 0.456
latches | 0.367
[stage by stage]
| stage | utilization (%) | hold slack, ps |
|---|---|---|
| 5_1_grt | 57.7 | 1280 |
| 6_report | 57.7 | 1170 |
| 4_1_cts | 57.6 | 1160 |
| 2_1_floorplan | - | 1040 |
| 3_5_place_dp | 52.2 | 1190 |
| 3_3_place_gp | 52.2 | 1200 |
Power and IR drop assume default switching activity.
